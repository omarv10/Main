==> flow/design.v <==
`timescale 1ns / 1ps
module Ex_mem(
    input logic         clk,
                        reset,
    input logic         RegWriteE,
    input logic [1:0]   ResultSrcE,
    input logic         MemWriteE,
    input logic [2:0]   ALUControlE,
    input logic         ALUSrcE,
    input logic [31:0]  ALUResultE,
    input logic [31:0]  WriteDataE,
    input logic [4:0]   RdE,
    input logic [31:0]  PCPlus4E,
    output logic        RegWriteM,
    output logic [1:0]  ResultSrcM,
    output logic        MemWriteM,
    output logic [31:0] ALUResultM,
    output logic [31:0] WriteDataM,
    output logic [4:0]  RdM,
    output logic [31:0] PCPLus4M       
    );
    always_ff @(posedge clk, posedge reset)
    if (reset) begin
    RegWriteM <= 0;
    ResultSrcM <=0;
    MemWriteM <=0;
    ALUResultM <=0;
    WriteDataM <=0;
    RdM <=0;
    PCPLus4M <=0;
    end
	else begin
	RegWriteM <= RegWriteE;
    ResultSrcM <= ResultSrcE;
    MemWriteM <= MemWriteE;
    ALUResultM <= ALUResultE;
    WriteDataM <= WriteDataE;
    RdM <= RdE;
    PCPLus4M <= PCPlus4E;
    end
endmodule
==> flow/run.sh <==
#!/bin/bash
# OpenROAD 26Q1-2900-gdf79404cd8, Yosys 0.63+post, stock flow scripts
make -C /OpenROAD-flow-scripts/flow DESIGN_CONFIG=/design/flow/config.mk WORK_HOME=/design/flow/orfs finish
==> flow/config.mk <==
export PLATFORM = sky130hd
export DESIGN_NAME = Ex_mem
export DESIGN_NICKNAME = Ex_mem
export VERILOG_FILES = /design/flow/design.v
export SDC_FILE = /design/flow/constraint.sdc
export NUM_CORES = 4
export LEC_CHECK = 1
export CORE_AREA = 10 10 145 145
export DIE_AREA = 0 0 155 155
==> flow/constraint.sdc <==
current_design Ex_mem

set clk_period 1.0
set clk_io_pct 0.2

create_clock -name clk0 -period $clk_period [get_ports {clk}]

set non_clock_inputs [all_inputs -no_clocks]
set_input_delay [expr $clk_period * $clk_io_pct] -clock clk0 $non_clock_inputs
set_output_delay [expr $clk_period * $clk_io_pct] -clock clk0 [all_outputs]
==> PnR_summary.wiki <==
=== Synthesis and place and route ===
{| class="wikitable"
! Metric !! Value
|-
| Largest net degree at the start of global routing || 45
|-
| Weighted congestion reported at the end of routability-driven placement || 0.812
|-
| Multi-input combinational cell area || 0 sq um
|-
| Top Family by Delay on Critical Path || flip-flops
|-
| Dominant kind of combinational cell || buffers and inverters
|-
| Via-to-Cell Ratio || 3.10
|-
| TritonCTS clock tree || built
|-
| Total routing usage reported by global routing || 7.15%
|-
| Clk root buf || sky130_fd_sc_hd__clkbuf_16
|-
| Multi-input combinational gate total || 0
|-
| Worst slew margin || 84.0%
|-
| Number of detailed-routing iterations run before antenna repair || 2
|-
| Setup TNS || -2.02 ns
|-
| DRC violation total after the first TritonRoute iteration || 39
|-
| Critical setup path kind || flop to primary output
|-
| Chip height || 155 um
|-
| First-pass GRT wire length || 13.0 mm
|-
| Yosys top cell area share || 99.9%
|-
| Multiplexer share || 0%
|-
| Total count of hold-check failures in the final report || 0
|-
| Start point of the critical path || ALUResultM[26]
|-
| Overall overflow remaining after global route || 0
|-
| Power Dens Cells || 1820 nW/um^2
|-
| Share of synthesized area occupied by flip-flops and latches || 99.9%
|-
| Period utilization || 104%
|-
| Worst min-delay path class || primary input to asynchronous set/reset pin
|-
| Pre-CTS setup slack || -0.0146 ns
|-
| Post-synthesis instance area || 2630 sq um
|-
| Minimum setup slack in the final design || -0.0448 ns
|-
| Arithmetic-cell share of the synthesized area counting full adders, half adders and majority gates || 0%
|-
| Finished Core Util || 27.2%
|-
| Startpoint kind of the worst setup timing path || flop
|-
| Static Leakage || 2.24 nW
|-
| Crit path buf inv count || 1
|-
| Total number of cells along the worst setup path || 1
|-
| I/O pin total || 216
|-
| Row count || 49
|-
| Cell taking the most area after synthesis || sky130_fd_sc_hd__dfrtp_1
|-
| TritonCTS buffer count || 9
|-
| Crit path max fanout || 1
|-
| Cts hold-fix bufs || 0
|-
| Via count of the first global-routing pass || 1,909
|-
| Area of the core region || 18,000 sq um
|-
| Top area cells in the synthesized netlist || sky130_fd_sc_hd__dfrtp_1, sky130_fd_sc_hd__inv_1
|-
| Area share of xor/xnor cells in the synthesized design || 0%
|-
| Power spent charging and discharging nets || 1.92 mW
|-
| Sequential share of power || 50.5%
|-
| Crit-path slowest cell || sky130_fd_sc_hd__dfrtp_1
|-
| Power, Total || 8.91 mW
|-
| Synth-to-layout area growth || 85.5%
|-
| Filler Cell Count || 1,842
|-
| Unique cell type count in the Yosys netlist || 2
|-
| Combinational cell fraction of total power || 8.0%
|-
| Clock-pin slew of the registers on the worst-case setup and hold paths || 0.08 ns
|-
| DRC violation count after routing || 0
|-
| # Cells Yosys || 106
|-
| Number of buffer cells added on primary ports || 211
|-
| Antenna Violating Nets Remaining || 0
|-
| Fraction of power spent switching nets || 21.6%
|-
| H-tree levels || 3
|-
| Status || finished with violations
|-
| Warning count from the yosys run || 1
|-
| Delay of the slowest cell on the worst path || 0.37 ns
|-
| Final wirelength || 9.09 mm
|-
| Number of antenna violations at the first check in global routing || 0
|-
| Clock share of power || 41.5%
|-
| RSZ-0062 raised after global routing || yes
|-
| Half-perimeter wire length after placement || 7.42 mm
|-
| Violations in the final reports || negative setup slack
|-
| Maxcap violations || 0
|-
| Yosys chip area || 2630 sq um
|-
| Clock sink total || 105
|-
| Critical Path AT || 0.84 ns
|-
| Peak ir drop on the vdd network || 0.747 mV
|-
| Crit path time final || 1.04 ns
|-
| Required time worst endpoint || 0.80 ns
|-
| Hold WS || 0.276 ns
|-
| And+or+nand+nor area frac || 0%
|-
| Log Warnings || 32
|-
| Number of antenna diodes || 0
|-
| Design internal power || 6.99 mW
|-
| Cells along the critical path || buf_2
|-
| Fraction of final layout cells sized beyond drive strength 1 || 37.4%
|-
| Die area || 24,000 sq um
|-
| Mean post-synth cell area || 24.8 sq um
|-
| Die extent in x || 155 um
|-
| Maximum operating frequency || 0.957 GHz
|-
| Worst setup EP type || primary output
|-
| CP Capture Point || ALUResultM[26]
|-
| Final Max-Slew Violation Tally || 0
|-
| Aoi/oai-family share of the synthesized area || 0%
|-
| Average detailed-routed wire length per instance || 16.1 um
|-
| Clk buf depth || 2
|-
| Floorplan utilization || 14.6%
|-
| Final count of negative-setup-slack endpoints || 105
|-
| Synthesized instance count || 106
|-
| Tightest Pin Transition || 0.239 ns
|-
| Post-synth regs || 105
|-
| Number of vias in the routed layout || 1,757
|}
per-layer routing:
metal	up-vias	wire length, um	global-route usage [%]
li1	783	-	-
met1	857	3260	8.01
met2	106	4630	12.2
met3	11	1000	3.44
met4	0	192	1.30
met5	-	0	0
cells by family after synthesis:
logic type  Yosys count
buf+inv               1
flops               105
through the flow:
step | std cells | area [sq um]
final | 566 | 4880
after global placement | 550 | 5090
after detailed placement | 550 | 5090
after floorplan | 106 | 2640
after global routing | 566 | 4880
after CTS | 566 | 4880
layout make-up:
| type | count | area [sq um] | share of cell area (%) |
|---|---|---|---|
| Tap cell | 229 | 287 | 5.87 |
| Clock buffer | 9 | 225 | 4.61 |
| Clock inverter | 7 | 92.6 | 1.90 |
| Timing Repair Buffer | 215 | 1640 | 33.6 |
| Inverter | 1 | 7.51 | 0.154 |
| Sequential cell | 105 | 2630 | 53.8 |
flip-flops by register name, summed over array words and instances (netlist names):
register / cells
ALUResultM: 32
MemWriteM: 1
PCPLus4M: 32
RdM: 5
RegWriteM: 1
ResultSrcM: 2
WriteDataM: 32
placed cells by master (no fill, tap or decap):
master,count
sky130_fd_sc_hd__buf_2,105
sky130_fd_sc_hd__inv_6,4
sky130_fd_sc_hd__clkinv_8,1
sky130_fd_sc_hd__inv_8,1
sky130_fd_sc_hd__buf_12,2
sky130_fd_sc_hd__clkbuf_16,9
sky130_fd_sc_hd__clkinvlp_4,1
sky130_fd_sc_hd__bufinv_16,1
sky130_fd_sc_hd__buf_4,2
sky130_fd_sc_hd__dfrtp_1,105
sky130_fd_sc_hd__clkdlybuf4s50_1,106
cells in the mapped netlist:
cell type,count
sky130_fd_sc_hd__dfrtp_1,105
sky130_fd_sc_hd__inv_1,1
what timing repair did:
| item | 4_1_cts | 5_1_grt |
|---|---|---|
| cloned | 0 | 0 |
| endpoints found under the hold margin | 0 | 0 |
| gates resized | 331 | 0 |
| pin swaps | 0 | 0 |
| endpoints found under the setup margin | 105 | 105 |
| setup buffers | 0 | 0 |
worst min-delay path by stage:
stage / from / endpoint / slack, ns
6_report: reset / ALUResultM[18] / 0.28
5_1_grt: PCPlus4E[28] / PCPLus4M[28] / 0.25
4_1_cts: ALUResultE[1] / ALUResultM[1] / 0.25
power by group through the flow:
stage     clock network (mW)  logic (mW)  registers, mW
5_1_grt                 4.04       0.780           4.52
6_report                3.69       0.711           4.50
4_1_cts                 3.89       0.740           4.51
Power and IR drop assume default switching activity.
